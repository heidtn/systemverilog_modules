===== flow/config.mk =====
export PLATFORM = sky130hd
export DESIGN_NAME = blockmem
export DESIGN_NICKNAME = blockmem
export VERILOG_FILES = /design/flow/design.v
export SDC_FILE = /design/flow/constraint.sdc
export NUM_CORES = 4
export LEC_CHECK = 1
export CORE_UTILIZATION = 50
export SYNTH_MEMORY_MAX_BITS = 65536

===== flow/constraint.sdc =====
current_design blockmem

set clk_period 34.0
set clk_io_pct 0.2

create_clock -name clk0 -period $clk_period [get_ports {clk}]

set non_clock_inputs [all_inputs -no_clocks]
set_input_delay [expr $clk_period * $clk_io_pct] -clock clk0 $non_clock_inputs
set_output_delay [expr $clk_period * $clk_io_pct] -clock clk0 [all_outputs]

===== flow/design.v =====
`default_nettype none
module blockmem #(
    parameter BITS=10,
    parameter WIDTH=640
) (
        input clk, wen, ren, 
        input [$clog2(WIDTH):0] waddr, raddr,
        input [BITS-1:0] wdata,
        output reg [BITS-1:0] rdata
);
        reg [BITS-1:0] mem [WIDTH];
        always @(posedge clk) begin
                if (wen)
                        mem[waddr] <= wdata;
                if (ren)
                        rdata <= mem[raddr];
        end
endmodule

===== flow/run.sh =====
#!/bin/bash
# OpenROAD 26Q1-2900-gdf79404cd8, Yosys 0.63+post, stock flow scripts
make -C /OpenROAD-flow-scripts/flow DESIGN_CONFIG=/design/flow/config.mk WORK_HOME=/design/flow/orfs finish

==> impl_metrics.json <==
{
  "status": "finished clean",
  "viasPerCell": 6.26,
  "crit_family": "buffers and inverters",
  "drt_iter0_markers": 8121,
  "cp.arrival_ns": 14.53,
  "maxSlewViolCount": 0,
  "yosys-stat-cells": 11318,
  "io_buffers": 42,
  "num_vias": 121918,
  "worstSetupPathType": "input pin to flip-flop",
  "synthAoiAreaFrac": 0.0247,
  "cellLeakagePower_nw": 88.8,
  "clock_sinks": 6410,
  "netlist_area_um2": 247000,
  "edf_count": 6410,
  "crit_fanout": 67,
  "cts_tree": "done",
  "root_buffer": "clkbuf_16",
  "hold_buffers": 0,
  "drv_cap": 0,
  "rsz0062_at_grt": "no",
  "drc": 0,
  "wire_per_inst_um": 35.9,
  "slew_headroom": 0.111,
  "place_congestion": 0.937,
  "critPathLaunchType": "input pin",
  "critPathBufInv": 8,
  "ys_sh_xor": 0,
  "hpwl_mm": 444,
  "crit_required_ns": 34.80,
  "gr-usage-all-layers": 0.322,
  "synth_area_per_cell_um2": 21.8,
  "postCtsSetupBuffers": 0,
  "dr.pass1.iters": 5,
  "cts-buffers-inserted": 648,
  "simple_gate_area_frac": 0.0238,
  "finalHoldViolCount": 0,
  "ys.flops": 6410,
  "layoutNonFillerInstCount": 19482,
  "comb_area_um2": 51500,
  "grt_max_degree": 132,
  "ys_sh_adder": 0,
  "finalClockPeriodUsage": 0.404,
  "warnings": 53,
  "die_area_um2": 497000,
  "die_h_um": 705,
  "drive_gt1_frac": 0.280,
  "path_clk_slew_ns": 0.06,
  "setup_viol": 0,
  "htree_levels": 6,
  "insertion_delay_ns": 1.09,
  "ys_warn_count": 1,
  "worst_slew_pin_slew_ns": 1.32,
  "top_cells_by_area": "edfxtp_1, mux4_2, mux2i_1",
  "die_w_um": 705,
  "top_cell_area_share": 0.778,
  "vdd_ir_drop_max_mv": 0.0572,
  "antenna_found_initial": 64,
  "fin_skew_ns": 0.0564,
  "ios": 45,
  "drtAntennaViolNets": 0,
  "routed_wl_mm": 699,
  "fp.coreArea_um2": 491000,
  "path_cells": "buf_16 > buf_4 > buf_4 > buf_4 > buf_12 > buf_4 > buf_12 > mux4_2 > mux2i_1 > nand2_1 > o311ai_0 > nor4_1 > a211oi_1 > buf_4 > nor4_1 > a211o_1",
  "cp_slowest_cell": "a211oi_1",
  "placed_cells": 18226,
  "cp-end-kind": "flip-flop",
  "fp-utilization": 0.503,
  "fin_tns_setup_ns": 0,
  "grt_overflow": 0,
  "powerDensity_nw_per_um2": 58.3,
  "reg2reg_slack_ns": 29.63,
  "cts_resized": 0,
  "hold_class": "flip-flop to flip-flop",
  "largest_area_cell": "edfxtp_1",
  "ys_chip_area_um2": 247000,
  "synthArstFlopShare": 0,
  "grt_first_pass_wirelength_mm": 989,
  "flop_area_um2": 192000,
  "period_minus_slack_ns": 13.73,
  "synth_cells": 11318,
  "postSynthSeqShare": 0.778,
  "synth_cell_types": 64,
  "cp_common_cell": "buf_4",
  "max_freq_ghz": 0.0728,
  "cpPeakStageDelay_ns": 0.79,
  "core.rowCount": 257,
  "clk_path_buf_depth": 4,
  "topCombFamilyByArea": "multiplexers",
  "syn_to_final_growth_pct": 13.9,
  "grt_pass1_vias": 135869,
  "fillers": 34448,
  "flop_cell": "edfxtp_1",
  "mux_share": 0.158
}
final timing paths:
| path | cells past startpoint | endpoint | start |
|---|---|---|---|
| max reg2reg | 9 | rdata[5] | mem[375][5] |
| max | 16 | rdata[5] | raddr[0] |
| min reg2reg | 6 | rdata[7] | mem[86][7] |
| min | 6 | rdata[7] | mem[86][7] |
cell usage in the layout (no fill, tap or decap), types with 103 or more instances in the layout:
cell       count
mux2i_1      398
clkinv_2     103
clkbuf_1     146
clkinv_1     163
edfxtp_1    6410
nand2_1      281
mux4_2      1546
a21oi_1      124
clkbuf_16    660
o22ai_1      186
a22oi_1      119
buf_4       1063
nor2_1       748
routing by layer:
metal,wire length [µm],track usage,share of wire,up-vias
li1,-,-,-,50085
met1,200000,0.375,0.29,61744
met2,322000,0.441,0.46,8526
met3,141000,0.282,0.20,1441
met4,33800,0.118,0.048,122
met5,2600,0.0330,0.0037,-
logic make-up after synthesis:
family / Yosys count
multiplexers: 1960
AND/OR/NAND/NOR: 1384
buffers and inverters: 691
AND-OR/OR-AND: 873
flip-flops: 6410
cells in the mapped netlist (8+ instances only):
master     number
nand4_1        14
buf_2         168
nor2b_1        19
a211o_1        14
o221ai_1       99
or2_2           8
nor4_1         29
or4_1           9
nand2_1       294
a22oi_1       119
nand3_1        82
buf_4         103
a31oi_1        43
buf_6          77
nor3_1         86
nand2b_1       10
a22o_1         31
and3_1         20
a311oi_1       12
buf_1          58
edfxtp_1     6410
o22ai_1       186
o21ai_0        75
mux2i_1       398
mux2_2         16
a2111oi_0      12
mux4_2       1546
nor3b_1         8
o31ai_1        11
and2_1         20
a32oi_1        14
a221oi_1       49
o211ai_1        9
clkbuf_1      274
or3_1          13
nor2_1        757
a21oi_1       124
a211oi_1       32
state kept, by name, indices dropped and copies added (netlist names):
register / cells
mem: 6400
rdata: 10
stage by stage:
stage,utilization,area [µm²],total power [mW],worst slack (ns),hold WS (ns)
6_report,0.573,282000,16.4,20.27,1.45
5_1_grt,0.573,281000,16.9,19.86,1.51
4_1_cts,0.573,281000,16.5,20.26,1.47
3_5_place_dp,0.531,261000,9.71,19.11,1.46
3_3_place_gp,0.531,261000,9.69,19.11,1.53
2_1_floorplan,-,247000,9.28,24.51,0.872
cell type report:
cell class | count | area share
Clock inverter | 376 | 0.0122
Timing Repair Buffer | 1118 | 0.0311
Clock buffer | 806 | 0.0606
Sequential cell | 6410 | 0.684
Multi-Input combinational cell | 4217 | 0.183
Tap cell | 6475 | 0.0288
Inverter | 6 | 0.000178
Antenna cell | 74 | 0.000658
report_power, final:
group          switching, mW  total [mW]  internal (mW)
combinational          0.575       0.843          0.268
sequential           0.00152        8.70           8.70
clock                   2.96        6.87           3.91
total                   3.54        16.4           12.9
worst reg2reg max path: cells and delay by family, from the launching register on:
family / cells / cell delay [ns]
compound gates: 4 / 2.05
simple gates: 2 / 1.14
mux: 2 / 0.40
flops: 1 / 0.31
buf+inv: 1 / 0.27
Power is estimated from default activity; no workload was simulated.
