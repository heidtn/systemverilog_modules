$ cat ./run.sh
#!/bin/bash
# OpenROAD 26Q1-2900-gdf79404cd8, Yosys 0.63+post, stock flow scripts
make -C /OpenROAD-flow-scripts/flow DESIGN_CONFIG=/design/flow/config.mk WORK_HOME=/design/flow/orfs finish
$ cat ./config.mk
export PLATFORM = sky130hd
export DESIGN_NAME = PID
export DESIGN_NICKNAME = PID
export VERILOG_FILES = /design/flow/design.v
export SDC_FILE = /design/flow/constraint.sdc
export NUM_CORES = 4
export LEC_CHECK = 1
export CORE_AREA = 10 10 104 104
export DIE_AREA = 0 0 114 114
$ cat ./constraint.sdc
current_design PID

set clk_period 14.3
set clk_io_pct 0.2

create_clock -name clk0 -period $clk_period [get_ports {i_clk}]

set non_clock_inputs [all_inputs -no_clocks]
set_input_delay [expr $clk_period * $clk_io_pct] -clock clk0 $non_clock_inputs
set_output_delay [expr $clk_period * $clk_io_pct] -clock clk0 [all_outputs]
$ cat ./design.v
module PID #(
    parameter signed kP = 'h100,        
    parameter kD_t = 'h800,        
    parameter kI_t = 'h0,        
    parameter WIDTH = 16,
    parameter QBITS = 8,
    parameter DT='h100           
) (
    input wire i_clk,
    input logic signed [WIDTH-1:0]i_setpoint,
    input logic signed [WIDTH-1:0]i_curpoint,
    output logic signed [WIDTH-1:0]o_out
);
    logic signed [WIDTH-1:0]error;
    logic signed [WIDTH-1:0]prev_error;
    logic signed [WIDTH-1:0]deriv;
    logic signed [WIDTH-1:0]integral;
    localparam signed kI = (kI_t * DT) >> QBITS;
    localparam signed kD = (kD_t << QBITS) / DT;
    initial begin
        integral = 0;
        deriv = 0;
        prev_error = 0;
    end
    always @(*) begin
        error = i_setpoint - i_curpoint;
        deriv = (error - prev_error);
        o_out = (error*kP >>> QBITS) + (deriv*kD >>> QBITS) + (integral*kI >> QBITS); 
    end
    always @(posedge i_clk) begin
        prev_error <= error;
        integral <= integral + error;
    end
endmodule
==> flow_metrics.env <==
# physical design summary
export IMPL_max_stage_delay_ps=480
export IMPL_layout_top_cells="48 x clkdlybuf4s50_1, 41 x inv_1, 39 x ha_1"
export IMPL_path_max_fanout=4
export IMPL_fin_ws_ps=3690
export IMPL_dieWidth_microns=114
export IMPL_tightestPinTransition_ps=427
export IMPL_io_buffers=48
export IMPL_regMostFlops="prev_error"
export IMPL_yosys_stat_cells=262
export IMPL_grt_max_degree=8
export IMPL_fin_tns_setup_ps=0
export IMPL_cts_tree="done"
export IMPL_hold_class="input port to register"
export IMPL_timing_hold_violations_final=0
export IMPL_worst_hold_slack_ps=3330
export IMPL_largest_reg_flops=13
export IMPL_cts_resized=0
export IMPL_ir_drop_v=0.0000511
export IMPL_path_delay_family="AND-OR/OR-AND gates"
export IMPL_fin_crit_sh_pct=74.2
export IMPL_hpwl_microns=4020
export IMPL_warning_count=25
export IMPL_initCoreUtil_pct=23.7
export IMPL_syn_instance_count=262
export IMPL_dp_cells=415
export IMPL_syn_area_sq_mm=0.00206
export IMPL_cts_root_buf="clkbuf_8"
export IMPL_layout_drive_gt1_share_pct=3.54
export IMPL_power_density_mw_per_mm2=201
export IMPL_dpl_cell_area_sq_mm=0.00265
export IMPL_synth_flops=13
export IMPL_numCtsBuffers=3
export IMPL_final_area_sq_mm=0.00270
export IMPL_rsz0062_at_grt="false"
export IMPL_period_needed_ps=10610
export IMPL_outcome="finished clean"
export IMPL_worst_ep_required_time_ps=11440
export IMPL_syn_avg_cell_area_sq_um=7.86
export IMPL_die_y_microns=114
export IMPL_crit_type="input port to output port"
export IMPL_wire_per_inst_microns=10.5
export IMPL_worstSetupStartpointType="input port"
export IMPL_async_flop_share_pct=0
export IMPL_fin_cells=419
export IMPL_synthToLayoutAreaGrowth_pct=31.0
export IMPL_cts_sinks=13
export IMPL_first_global_vias=1823
export IMPL_drv_cap=0
export IMPL_p_total_mw=0.541
export IMPL_path_clk_slew_ps=50
export IMPL_edf_count=0
export IMPL_ant_nets=0
export IMPL_ff_type="dfxtp_1"
export IMPL_htree_num_levels=1
export IMPL_postSynthSeqShare_pct=12.6
export IMPL_firstDrtPassIters=4
export IMPL_grt_remaining_overflow=0
export IMPL_placementRows=34
export IMPL_core_area_sq_mm=0.00868
export IMPL_grt_util_all_layers_pct=6.97
export IMPL_cp_buffers_inverters=3
export IMPL_layout_top_cell="clkdlybuf4s50_1"
export IMPL_vias_per_cell=4.27
export IMPL_diodes=0
export IMPL_p_leak_nw=1.25
export IMPL_vias=1789
export IMPL_fin_util_pct=31.1
export IMPL_cts_hold_buffers_added=0
export IMPL_setup_viol=0
export IMPL_ys_chip_area_sq_mm=0.00206
export IMPL_cts_setup_buffers=0
export IMPL_preCtsSetupSlack_ps=3620
export IMPL_ys_types=41
export IMPL_crit_chain="clkdlybuf4s50_1 > inv_1 > ha_1 > nor2b_1 > o31ai_1 > a21boi_0 > ha_1 > a21boi_0 > o21ai_0 > a21oi_1 > o21ai_1 > or4b_1 > o311ai_0 > ha_1 > a21o_1 > a31oi_1 > o21ai_0 > xnor2_1 > xnor2_1 > clkdlybuf4s50_1"
export IMPL_slew_viol_final=0
export IMPL_cp_slowest_cell="clkdlybuf4s50_1"
export IMPL_first_iter_violations=65
export IMPL_top_regs="prev_error (13)"
export IMPL_post_route_drc_count=0
export IMPL_design_portCount=49
export IMPL_die_area_sq_mm=0.0130
export IMPL_yosysWarnings=1
export IMPL_relSlewSlack_pct=71.3
export IMPL_wirelength_microns=4410
export IMPL_cts_buffer_depth=2
export IMPL_clock_fmax_mhz=94.2
export IMPL_cpMostUsedCell="ha_1"
export IMPL_cp_data_arrival_time_ps=7750
export IMPL_gp_congestion=0.870
export IMPL_end_kind="output port"
export IMPL_grt_first_pass_wirelength_microns=7910
export IMPL_antenna_found_initial=0
==> worst paths after layout <==
kind,start,endpoint,cells after the start
setup / recovery,i_curpoint[1],o_out[15],20
hold / removal,i_curpoint[0],prev_error[0],3
==> area by class of cell <==
| class | instances | area [sq um] |
|---|---|---|
| fillers | 923 | 5980 |
| multi-input cells | 205 | 1620 |
| repair buffers | 48 | 480 |
| flip-flops and latches | 13 | 260 |
| inverters | 41 | 154 |
| well taps | 108 | 135 |
| clock buffers | 4 | 45.0 |
==> power breakdown <==
part | internal [mW] | total (mW) | switching [mW]
clock network | 0.0196 | 0.0320 | 0.0124
logic | 0.275 | 0.464 | 0.189
registers | 0.0437 | 0.0455 | 0.00188
total | 0.338 | 0.541 | 0.203
==> cells by family (layout without fill, tap and decap cells) <==
logic type	Yosys count	after routing	synth area share, %
compound gates	76	76	25.0
fa+ha+maj	42	42	26.6
simple gates	55	55	13.5
xor+xnor	32	32	13.6
flops	13	13	12.6
buf+inv	44	93	8.57
==> synth_stat cells (all sizes together), types with 7 or more instances <==
library cell | n | share of area [%]
nor2 | 17 | 3.1
dfxtp | 13 | 13
xnor2 | 20 | 8.5
xor2 | 12 | 5.1
ha | 39 | 24
a21oi | 19 | 5.0
nand2 | 9 | 1.6
a21o | 7 | 2.6
o21a | 9 | 3.3
o21ai | 18 | 4.4
nor2b | 8 | 2.4
inv | 41 | 7.5
==> layer usage <==
metal  part of all wire [%]  GRT usage [%]  vias up
li1                       -              -      996
met1                     51           9.83      766
met2                     44           11.2       25
met3                    3.2           1.17        2
met4                    1.1          0.835        0
met5                      0              0        -
No activity file was given, so power comes from the tool's default toggle rates.
