`/design/flow/design.v`:
```
module uart_tx #(
    parameter BAUDRATE=9600,
    parameter SYSCLOCK=12000000
) (
    input i_clk,
    input i_wr,
    input wire [7:0]i_data,
    output reg o_busy,
    output wire o_uart_tx
);
    typedef enum {TX, STOP, IDLE} state_enum;
    state_enum state;
    reg [8:0]tx_data;
    reg [23:0]counter;
    reg [4:0]tx_count;
    localparam CLOCKS_PER_BAUD = SYSCLOCK / BAUDRATE;
    reg baud_stb;
    initial begin
        o_busy = 1'b0;
        state = IDLE;
        tx_count = 0;
    end
    initial	baud_stb = 1'b1;
    initial	counter = 0;
    always @(posedge i_clk)
    if ((i_wr)&&(!o_busy))
    begin
        counter  <= CLOCKS_PER_BAUD - 1'b1;
        baud_stb <= 1'b0;
    end else if (!baud_stb)
    begin
        baud_stb <= (counter == 24'h01);
        counter  <= counter - 1'b1;
    end else if (state != IDLE)
    begin
        counter <= CLOCKS_PER_BAUD - 1'b1;
        baud_stb <= 1'b0;
    end
    assign o_uart_tx = tx_data[0];
    always @(posedge i_clk) begin
        if(i_wr && !o_busy) begin
            tx_data <= { i_data, 1'b0 };
        end else if(baud_stb) begin
            tx_data <= { 1'b1, tx_data[8:1] };
        end
    end
    always @(posedge i_clk) begin
        if(i_wr && !o_busy) begin
            tx_count <= 0;
            {o_busy, state} <= {1'b1, TX};
        end else if(baud_stb) begin
            case (state)
                IDLE: begin
                    {o_busy, state} <= {1'b0, IDLE};
                    tx_count <= 0;
                end
                TX: begin
                    o_busy <= 1'b1;
                    tx_count <= tx_count + 1;
                    if(tx_count == 7) begin
                        state <= STOP;      
                    end else begin
                        state <= TX;
                    end
                end
                STOP: begin
                    {o_busy, state} <= {1'b0, IDLE};
                end
                default: begin
                end 
            endcase
        end
    end
endmodule
```
`/design/flow/run.sh`:
```
#!/bin/bash
# OpenROAD 26Q1-2900-gdf79404cd8, Yosys 0.63+post, stock flow scripts
make -C /OpenROAD-flow-scripts/flow DESIGN_CONFIG=/design/flow/config.mk WORK_HOME=/design/flow/orfs finish
```
`/design/flow/config.mk`:
```
export PLATFORM = sky130hd
export DESIGN_NAME = uart_tx
export DESIGN_NICKNAME = uart_tx
export VERILOG_FILES = /design/flow/design.v
export SDC_FILE = /design/flow/constraint.sdc
export NUM_CORES = 4
export LEC_CHECK = 1
export CORE_UTILIZATION = 30
```
`/design/flow/constraint.sdc`:
```
current_design uart_tx

set clk_period 5.2
set clk_io_pct 0.2

create_clock -name clk0 -period $clk_period [get_ports {i_clk}]

set non_clock_inputs [all_inputs -no_clocks]
set_input_delay [expr $clk_period * $clk_io_pct] -clock clk0 $non_clock_inputs
set_output_delay [expr $clk_period * $clk_io_pct] -clock clk0 [all_outputs]
```
==> job_summary.md <==
### Flow metrics

| Metric | Value |
|---|---|
| Ports | `12` |
| Final Hold Fails | `0` |
| Most instantiated logic cell after routing | `dfxtp_1` |
| Power Density | `381 nW/µm²` |
| P&R area growth vs syn | `15.1%` |
| Row cnt | `29` |
| Hold WC Path Type | `reg -> reg` |
| Setup ws final | `2.71 ns` |
| Worst-skew pair later-pin latency | `0.29 ns` |
| Tool warnings | `28` |
| First-pass GRT wire length | `6.40 mm` |
| Most frequent cells in the layout | `dfxtp_1 (34), nand2_1 (33), nor2_1 (17)` |
| Worst EP arrival | `2.68 ns` |
| Post-synthesis cell area | `1970 µm²` |
| Chip Area | `6890 µm²` |
| Layout cells sized above 1 | `0.0661` |
| Vias post-DR | `1,500` |
| Die height | `83.0 µm` |
| CP startpoint | `i_wr` |
| Core Util at FP | `0.310` |
| Ant. Diodes | `0` |
| End of the worst register-to-register path | `counter[19]$_SDFFE_PP0P_` |
| Startpoint Class | `input pin` |
| Num Clock Sinks | `42` |
| Vias in the first global route | `1,389` |
| Mapped Cells | `216` |
| Unrepaired setup endpoints after global routing | `no` |
| I/O Buffers | `11` |
| Crit path max-delay cell type | `and2_1` |
| Critical path cell sequence | `clkdlybuf4s50_1 -> nand2b_1 -> and2_1 -> o311ai_0 -> o41ai_1` |
| Register share after synthesis | `0.468` |
| Final ANT Viol Nets | `0` |
| Post_cts resized | `0` |
| GPL Wtd Cong | `0.805` |
| Yosys cell count | `216` |
| Fillers | `602` |
| Initial antenna violation count | `0` |
| Synth warn | `1` |
| Largest net degree at the start of global routing | `28` |
| Root Buffer | `clkbuf_8` |
| Clock skew | `0.00937 ns` |
| Worst slew pin tran | `0.691 ns` |
| Final-report setup violation count | `0` |
| Crit path to | `counter[21]$_SDFFE_PP0P_` |
| Overflow after GRT | `0` |
| # H-tree levels | `2` |
| Pre-antenna DRT Iters | `4` |
| Final worst-path cycle share | `0.478` |
| 1st-iter DRT viols | `120` |
| Num CTS Buffers | `5` |
| Max cap viols | `0` |
| Syn Area/Cell | `9.11 µm²` |
| Worst VDD drop | `0.234 mV` |
| Die W | `83.0 µm` |
| Final wirelength | `3.53 mm` |
| Status | `complete, no violations` |
| Yosys synthesis chip area | `1970 µm²` |
| CTS tree | `yes` |
| Bufs on Longest Clock Path | `2` |
| Leak | `0.835 nW` |
| R2r worst-path depth | `4` |
| Placeable Area | `6350 µm²` |
| Final worst path period need | `2.49 ns` |
| HPWL Detailed | `2.29 mm` |
| Max Clk Rate | `402 MHz` |
| Post CTS Setup Buffer Count | `0` |
| Reg2reg setup slack | `3.02 ns` |
| Required time worst endpoint | `5.39 ns` |
| Distinct cells, synth | `34` |
| Global-route usage over all layers | `0.113` |
| Crit path capture type | `flop` |
| Reg clk slew, reported paths | `0.08 ns` |
| Yosys reg bits | `42` |
| CP Max Fanout | `16` |
| Worst slew margin | `0.538` |
| Origin of the critical flop-to-flop path | `baud_stb$_SDFF_PP0_` |
| Max incr delay on CP | `0.49 ns` |
| Setup TNS | `0 ns` |
| Final max-slew violation count | `0` |
| DR vias/cell | `4.93` |
| Hold bufs inserted after CTS | `0` |
| Critical path class | `in -> reg` |
| Worst setup slack after placement | `2.41 ns` |
| WL/cell | `11.6 µm` |
| # DRC | `0` |
==> cells by family (layout without fill, tap and decap cells) <==
kind of cell,Yosys count,count (layout),share of synthesized area
flip-flops,42,42,0.468
AND-OR/OR-AND,32,32,0.116
buffers and inverters,15,26,0.0286
adder cells (fa/ha/maj),6,6,0.0381
AND/OR/NAND/NOR,104,104,0.268
XOR/XNOR,10,10,0.0445
multiplexers,7,7,0.0369
==> worst min path at each step <==
stage,start,endpoint,slack (ns),cells after the start
after CTS,counter[23]$_SDFFE_PP0P_,counter[23]$_SDFFE_PP0P_,0.47,1
after global routing,counter[11]$_SDFFE_PP0P_,counter[11]$_SDFFE_PP0P_,0.49,1
final,counter[23]$_SDFFE_PP0P_,counter[23]$_SDFFE_PP0P_,0.47,1
==> per-layer routing <==
metal | track usage | part of all wire
met5 | 0 | 0
met4 | 0.00784 | 0.0040
met3 | 0.0272 | 0.035
met2 | 0.168 | 0.44
met1 | 0.179 | 0.52
==> metrics by stage <==
stage	hold slack, ns	utilization	total power (W)	cell area [µm²]	cells
after floorplan	0.425	-	0.000579	1970	216
after global placement	0.450	0.339	0.000628	2150	296
after detailed placement	0.446	0.339	0.000630	2150	296
after CTS	0.465	0.357	0.000874	2260	304
after global routing	0.490	0.357	0.000926	2260	304
final	0.466	0.357	0.000863	2260	304
==> flip-flops by register name, indices dropped and copies added, names as in the netlist <==
| register | cells |
|---|---|
| counter | 24 |
| tx_data | 9 |
| tx_count | 5 |
| state | 2 |
| baud_stb | 1 |
| o_busy | 1 |
==> where the power goes <==
part | internal (W) | switching, W | total, W
sequential | 0.000384 | 0.0000507 | 0.000434
combinational | 0.0000997 | 0.0000895 | 0.000189
clock | 0.000134 | 0.000105 | 0.000239
==> cell usage after synthesis (all sizes together) <==
cell / number / area share
xor2: 6 / 0.027
and3: 1 / 0.0032
o31ai: 1 / 0.0038
o41ai: 5 / 0.022
inv: 5 / 0.0095
edfxtp: 8 / 0.12
nand3b: 1 / 0.0038
a2111oi: 1 / 0.0045
o311ai: 7 / 0.031
nor2b: 4 / 0.013
nor4: 7 / 0.022
mux2i: 5 / 0.025
nor3b: 1 / 0.0038
xnor2: 4 / 0.018
o21a: 1 / 0.0038
o21ai: 4 / 0.010
nor2: 17 / 0.032
dfxtp: 34 / 0.35
nor3: 3 / 0.0076
mux2: 2 / 0.011
o22a: 1 / 0.0045
or3: 4 / 0.013
clkbuf: 10 / 0.019
or4: 8 / 0.034
nand3: 11 / 0.028
nand2b: 9 / 0.029
o211ai: 4 / 0.015
ha: 6 / 0.038
a21oi: 8 / 0.020
and2: 1 / 0.0032
nand4: 4 / 0.013
nand2: 33 / 0.063
==> final cells by class <==
class / instances / area [µm²] / share of cell area
Sequential cell: 42 / 921 / 0.407
Tap cell: 77 / 96.3 / 0.0425
Multi-Input combinational cell: 159 / 993 / 0.439
Inverter: 5 / 18.8 / 0.00829
Timing Repair Buffer: 13 / 125 / 0.0552
Clock buffer: 8 / 110 / 0.0486
==> critical path: cells and delay by family <==
family / cells / cell delay, ns
AND/OR/NAND/NOR: 2 / 0.91
buffers and inverters: 1 / 0.41
AND-OR/OR-AND: 2 / 0.32
No activity file was given, so power comes from the tool's default toggle rates.
